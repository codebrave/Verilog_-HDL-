File: flow/config.mk
export PLATFORM = sky130hd
export DESIGN_NAME = mem
export DESIGN_NICKNAME = mem
export VERILOG_FILES = /design/flow/design.v
export SDC_FILE = /design/flow/constraint.sdc
export NUM_CORES = 4
export LEC_CHECK = 1
export CORE_UTILIZATION = 50
export SYNTH_MEMORY_MAX_BITS = 65536
File: flow/constraint.sdc
current_design mem

set clk_period 206.6
set clk_io_pct 0.2

create_clock -name clk0 -period $clk_period [get_ports {Clk}]

set non_clock_inputs [all_inputs -no_clocks]
set_input_delay [expr $clk_period * $clk_io_pct] -clock clk0 $non_clock_inputs
set_output_delay [expr $clk_period * $clk_io_pct] -clock clk0 [all_outputs]
File: flow/run.sh
#!/bin/bash
# OpenROAD 26Q1-2900-gdf79404cd8, Yosys 0.63+post, stock flow scripts
make -C /OpenROAD-flow-scripts/flow DESIGN_CONFIG=/design/flow/config.mk WORK_HOME=/design/flow/orfs finish
File: flow/design.v
`timescale 1ns / 1ps
module mem(Addr, Data, CS_, RD_, WR_, Clk );
   input[9:0] Addr;
   input CS_, RD_, WR_, Clk;
   inout [31:0] Data;
   reg [31:0] memarray[0:1023];
   wire[31:0] Data;
   assign Data = (!CS_ & !RD_) ? memarray[Addr]  : 32'bz;
   always @(posedge Clk)
      if(!CS_ & !WR_)
         memarray[Addr] = Data;
endmodule
==> Slide: Implementation Results <==
Physical Implementation Snapshot

Synth
  – Yosys Instances: 62500
  – Register share after synthesis: 79.1%
  – Post-synth EDFFs: 32800
  – Synth Cell Area: 1.24 sq mm
  – Top FF cell, synth: edfxtp_1
  – Ys flops: 32800
  – Fraction of synthesis flops using an asynchronous set or reset pin: 0%
  – Avg Inst Size Synth: 19.9 sq um
  – Cell Type Count: 56
  – YS chip area: 1.24 sq mm
  – Cells after Synth: 62500
  – Yosys warning total: 2

Die
  – Die Ht: 1580 microns
  – Die X: 1580 microns
  – Core Density at Floorplan: 50.1%
  – Row count: 579
  – IO Count: 46

Outcome
  – Status: did not finish
  – Fail Step: clock tree synthesis
  – Stop err: [error] [KeplerFormal.cpp:679] Workflow failed: Iso has multiple drivers: .Data1, place6163.X0

CTS
  – Cts hold-fix bufs: 0
  – Clock sink total: 32800
  – H-tree levels: 8
  – CTS Root Cell: clkbuf_16
  – Post-CTS Setup Bufs: 0
  – TritonCTS Buffers: 3249
  – Post-CTS Resized: 0
  – Clock buffer depth: 6

Placed design
  – Post-place instance area: 1.31 sq mm
  – Inst Count DP: 96000
  – GP Congestion: 0.949
  – Post-DP HPWL: 2390000 microns
  – Port bufs: 12
-- stage by stage --
stage                     hold slack [ps]  setup WS, ps
after floorplan                      9510        106830
after global placement               1550        112540
after detailed placement             1550        112610
-- synth_stat cells, drive strengths merged, types with 2 or more instances --
master   number  share of area (%)
edfxtp    32800                 79
mux2i     11300                9.1
o22ai      5124                2.6
mux4       2584                4.7
buf        2128               0.86
clkbuf     1622               0.49
nor2       1412               0.43
nor4       1243               0.63
a22oi      1146               0.69
nand2       944               0.28
o21ai       420               0.17
nand3       314               0.13
nor3        260               0.11
o2111ai     242               0.17
a21oi       207              0.083
nand4       193              0.098
o221ai       96              0.068
mux2         91              0.082
o211ai       73              0.044
a221oi       40              0.028
or4          38              0.023
and4         31              0.022
a311oi       29              0.020
a31oi        19             0.0096
a22o         15              0.011
nand2b       11             0.0055
or3          11             0.0055
a32oi        10             0.0070
nor2b         8             0.0040
and2          7             0.0035
o22a          7             0.0049
nand4b        5             0.0045
nand4bb       5             0.0049
a2111oi       4             0.0033
a211oi        4             0.0024
a221o         4             0.0032
or4b          4             0.0032
a311o         3             0.0024
or2           3             0.0015
and3          2             0.0010
inv           2            0.00060
-- kinds of logic after synthesis --
family                 Yosys count  synth area share, %
AOI/OAI and AO/OA             7445                 3.90
buffers and inverters         3752                 1.35
muxes                        14000                 13.9
DFF                          32800                 79.1
and+or+nand+nor               4493                 1.75
